[design.v]
module  ball ( input         Reset, 
                             frame_clk,
						input				[15:0] keycode, 
               output [9:0]  BallX, BallY, BallS,	 
					output logic [8:0] LEDG
              );
    logic [9:0] Ball_X_Pos, Ball_X_Motion, Ball_Y_Pos, Ball_Y_Motion;
    logic [9:0] Ball_X_Pos_in, Ball_X_Motion_in, Ball_Y_Pos_in, Ball_Y_Motion_in;
    parameter [9:0] Ball_X_Center=320;   
    parameter [9:0] Ball_Y_Center=240;   
    parameter [9:0] Ball_X_Min=0;        
    parameter [9:0] Ball_X_Max=639;      
    parameter [9:0] Ball_Y_Min=0;        
    parameter [9:0] Ball_Y_Max=479;      
    parameter [9:0] Ball_X_Step=1;       
    parameter [9:0] Ball_Y_Step=1;       
    parameter [9:0] Ball_Size=4;         
    assign BallX = Ball_X_Pos;
    assign BallY = Ball_Y_Pos;
    assign BallS = Ball_Size;
	 initial
	 begin
    Ball_X_Pos_in <= 320;
	 Ball_Y_Pos_in <= 240;
	 end
    always_ff @ (posedge frame_clk)
    begin
        if (Reset)
        begin
            Ball_X_Pos <= Ball_X_Center;
            Ball_Y_Pos <= Ball_Y_Center;
            Ball_X_Motion <= 10'd0;
            Ball_Y_Motion <= 10'd0;
        end
        else 
        begin
            Ball_X_Pos <= Ball_X_Pos_in;
            Ball_Y_Pos <= Ball_Y_Pos_in;
            Ball_X_Motion <= Ball_X_Motion_in;
            Ball_Y_Motion <= Ball_Y_Motion_in;
        end
    end
    always_comb
    begin
		  case(keycode)
		  default:
		  begin
        Ball_X_Motion_in = Ball_X_Motion;
        Ball_Y_Motion_in = Ball_Y_Motion;
		  LEDG = 9'b0;
		  end
        16'h001A:  
		  begin
			Ball_Y_Motion_in = (~(Ball_Y_Step) + 1'b1);
			Ball_X_Motion_in = 10'b0;
			LEDG = 9'b0001;
		  end
		  16'h0004:  
		   begin
			Ball_X_Motion_in = (~(Ball_X_Step) + 1'b1);
			Ball_Y_Motion_in = 10'b0;
			LEDG = 9'b0010;
		  end
		  16'h0007:  
		   begin
			Ball_X_Motion_in = Ball_X_Step;
			Ball_Y_Motion_in = 10'b0;
			LEDG = 9'b0100;
		  end
		  16'h0016:  
		   begin
			Ball_Y_Motion_in = Ball_Y_Step;
			Ball_X_Motion_in = 10'b0;
			LEDG = 9'b1000;
		  end
		  endcase
        if( Ball_Y_Pos + Ball_Size >= Ball_Y_Max )   
            Ball_Y_Motion_in = (~(Ball_Y_Step) + 1'b1);   
        else if ( Ball_Y_Pos <= Ball_Y_Min + Ball_Size )   
            Ball_Y_Motion_in = Ball_Y_Step;
			if( Ball_X_Pos + Ball_Size >= Ball_X_Max )   
            Ball_X_Motion_in = (~(Ball_X_Step) + 1'b1);   
        else if ( Ball_X_Pos <= Ball_X_Min + Ball_Size )   
            Ball_X_Motion_in = Ball_X_Step;
        Ball_X_Pos_in = Ball_X_Pos + Ball_X_Motion;
        Ball_Y_Pos_in = Ball_Y_Pos + Ball_Y_Motion;
    end
endmodule
[run.sh]
#!/bin/bash
# OpenROAD 26Q1-2900-gdf79404cd8, Yosys 0.63+post, stock flow scripts
make -C /OpenROAD-flow-scripts/flow DESIGN_CONFIG=/design/flow/config.mk WORK_HOME=/design/flow/orfs finish
[config.mk]
export PLATFORM = sky130hd
export DESIGN_NAME = ball
export DESIGN_NICKNAME = ball
export VERILOG_FILES = /design/flow/design.v
export SDC_FILE = /design/flow/constraint.sdc
export NUM_CORES = 4
export LEC_CHECK = 1
export CORE_UTILIZATION = 30
[constraint.sdc]
current_design ball

set clk_period 4.5
set clk_io_pct 0.2

create_clock -name clk0 -period $clk_period [get_ports {frame_clk}]

set non_clock_inputs [all_inputs -no_clocks]
set_input_delay [expr $clk_period * $clk_io_pct] -clock clk0 $non_clock_inputs
set_output_delay [expr $clk_period * $clk_io_pct] -clock clk0 [all_outputs]
==> flow_metrics.py <==
# Generated from Yosys and OpenROAD reports
metrics = {
    "worst_setup_path": {
        "critical_path.cell_chain": "clkdlybuf4s50_1 > nor4_2 > nand4b_2 > nor4_4 > clkdlybuf4s50_1",
        "cp_common_cell": "clkdlybuf4s50_1",
        "timing.critical_path.slowest_stage_cell": "clkdlybuf4s50_1",
        "timing.rr.start": "Ball_Y_Motion[8]$_SDFFE_PP0P_",
        "critPathRequiredTime_ns": 3.60,
        "worst-path-max-fanout": 6,
        "setup.reg_to_reg.worst_slack_ns": 2.22,
        "startpoint": "keycode[9]",
        "cp-end-kind": "primary output",
        "start_kind": "input pin",
        "worstSetupPathType": "input pin to primary output",
        "arrival_ns": 2.74,
        "critPathMaxStageDelay_ns": 0.51,
    },
    "logic_synthesis": {
        "area_leaders": "dfxtp_1 (27%), ha_1 (12%), buf_4 (6.2%), nor2_1 (3.7%), xor2_1 (3.4%)",
        "synth-cells-yosys": 209,
        "ys_dominant_reg_cell": "dfxtp_1",
        "synth_warnings": 1,
        "netlist_area_mm2": 0.001809,
        "largest_area_cell": "dfxtp_1",
        "netlist_instances": 209,
        "ys_chip_area_mm2": 0.001809,
        "enable_flop_cells": 0,
        "yosysUniqueCellTypes": 43,
        "seq_area_frac_synth_pct": 26.56,
        "syn_avg_cell_area_um2": 8.657,
        "asyncSetResetFlopFracSynth_pct": 0,
        "synth.top_cell.area_share_pct": 26.56,
        "numSynthFlops": 24,
    },
    "final_layout": {
        "final_cell_area_mm2": 0.002283,
        "finish.cell_count_without_fillers": 321,
        "area_delta_synth_final_pct": 26.21,
        "layout_top_cells": "clkdlybuf4s50_1 (41), dfxtp_1 (24), nor2_1 (18), ha_1 (18), conb_1 (15)",
        "drive_gt1_share_pct": 6.024,
        "postLayoutCoreUtil_pct": 40.23,
        "layout_top_cell": "clkdlybuf4s50_1",
    },
    "sta": {
        "report.final.setup_viol": 0,
        "setup_total_negative_slack_ns": 0,
        "timing.clock.skew_ns": 0.0009098,
        "post-route-worst-setup-slack_ns": 0.8575,
        "max_slew_violation_count": 0,
        "maxClockFrequency_mhz": 274.5,
        "final_worst_path_period_share_pct": 80.94,
        "rsz_0062_raised_after_global_routing": "false",
        "hold_fails_final_rpt": 0,
        "hold_slack_ns": 0.5995,
        "period_needed_ns": 3.642,
    },
    "power_and_ir_drop": {
        "power.net_switching_mw": 0.4981,
        "power.combinational.fraction_pct": 56.4,
        "power.share.switching_pct": 39.21,
        "internal_power_mw": 0.7721,
        "p_leak_nw": 0.9449,
        "power.clock.fraction_pct": 10.1,
        "max-vdd-ir-drop_mv": 0.1757,
        "p_total_mw": 1.270,
        "power_per_cell_area_mw_per_mm2": 556.2,
        "share_seq_of_total_power_pct": 33.5,
    },
    "placed_design": {
        "post-place-cells": 318,
        "post-place-ws_ns": 0.8505,
        "port_bufs": 41,
        "placement.cell_area_mm2": 0.002242,
        "dp_hpwl_um": 2978,
        "place.gp.congestion": 0.8349,
    },
    "floorplanning": {
        "die_y_size_um": 79.66,
        "die.size.x_um": 79.66,
        "num_io_pins": 57,
        "fp.coreArea_mm2": 0.005675,
        "floorplan.core_util_pct": 31.88,
        "die_outline_area_mm2": 0.006346,
        "placement_rows": 27,
    },
    "drt": {
        "antenna_violating_nets_post_route": 0,
        "detail_route.vias_per_cell": 4.826,
        "routed_wl_um": 3824,
        "vias": 1549,
        "diodes": 0,
        "first_pass_iters": 4,
        "first_iter_violations": 88,
        "drc": 0,
        "detail_route.wl_per_cell_um": 11.91,
    },
    "clocking": {
        "cts.repair.resized": 0,
        "clkLatencyLatePin_ns": 0.26,
        "tritoncts": "built",
        "clock-root-buffer": "clkbuf_8",
        "clockBufferDepth": 2,
        "numClockSinks": 24,
        "h-tree-depth": 1,
        "clk_pin_slew_worst_paths_ns": 0.08,
        "tritoncts.num_buffers": 3,
        "postCtsSetupBuffers": 0,
        "holdBufCountCts": 0,
    },
    "grt": {
        "antenna_found_initial": 0,
        "first_pass_grt_wire_length_um": 6210,
        "pin_count_of_the_biggest_net_entering_global_routing": 24,
        "grt_pass1_vias": 1321,
        "globalRouteTotalUtil_pct": 12.19,
        "grt_overflow_total": 0,
    },
    "hold_path": {
        "hp-start": "Ball_Y_Motion[0]$_SDFFE_PP0P_",
        "min-delay-path-class": "flip-flop to flip-flop",
    },
    "status": {
        "outcome": "completed",
    },
    "flow_run": {
        "openroad.warnings": 25,
        "max_cap_viol_count": 0,
    },
}
[sequential cells by signal, indices dropped and copies added (netlist names)]
signal / count
Ball_Y_Pos: 10
Ball_Y_Motion: 2
Ball_X_Motion: 2
Ball_X_Pos: 10
[critical path, delay by kind of cell]
family                 cells  cell delay, ns
AND/OR/NAND/NOR            3            0.91
buffers and inverters      2            0.92
[power by group through the flow]
stage,logic [mW],registers [mW],clock network [mW]
CTS,0.723,0.429,0.133
global route,0.821,0.445,0.143
finish,0.716,0.426,0.128
[area by class of cell]
class                      instances  area (um2)
multi-input combinational        174        1231
inverter                           6       22.52
clock buffer                       3       41.29
fill                             559        3392
timing repair buffer              42       417.9
sequential                        24       480.5
tap                               72       90.09
[Yosys cell counts, types with 2 or more instances]
library cell and instances:
dfxtp_1 24, ha_1 18, nor2_1 18, buf_4 15
o21ai_0 12, a21oi_1 11, nor3_1 8, nand2_1 7
nand2b_1 7, xor2_1 7, a31oi_1 6, inv_1 6
o21a_1 6, a21o_1 5, nand3_1 5, nor2b_1 5
xnor2_1 5, and3_1 4, clkbuf_1 3, o211ai_1 3
o21bai_1 3, or3_1 3, a211oi_1 2, conb_1 2
fa_1 2, nand4_1 2, nor4_2 2, o31a_1 2
or4_1 2
[kinds of logic (layout without fill, tap and decap cells)]
| kind of cell | after synthesis | count (layout) | synth area share, % |
|---|---|---|---|
| DFF | 24 | 24 | 26.56 |
| AOI/OAI and AO/OA | 54 | 54 | 19.71 |
| xor gates and xnor gates | 12 | 12 | 5.809 |
| adders and majority gates | 20 | 20 | 14.66 |
| buffers and inverters | 24 | 51 | 8.091 |
| and+or+nand+nor | 71 | 71 | 23.58 |
| other | 2 | 15 | 0.4151 |
| muxes | 2 | 2 | 1.176 |
[routing by layer]
layer | up-vias | share of wire [%] | wire length, um | GRT usage (%)
li1 | 813 | - | - | -
met4 | 0 | 0.76 | 29 | 1.636
met5 | - | 0 | 0 | 0
met2 | 37 | 44 | 1668 | 18.72
met3 | 2 | 4.9 | 189 | 1.276
met1 | 697 | 51 | 1937 | 18.99
[path summary, 6_finish.rpt]
path,end,depth (start not counted)
max,LEDG[1],5
min,Ball_Y_Pos[0]$_SDFF_PP0_,2
max reg2reg,Ball_Y_Pos[8]$_SDFF_PP0_,6
min reg2reg,Ball_Y_Pos[0]$_SDFF_PP0_,2
